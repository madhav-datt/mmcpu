<file path="./run.sh">
#!/bin/bash
# OpenROAD 26Q1-2900-gdf79404cd8, Yosys 0.63+post, stock flow scripts
make -C /OpenROAD-flow-scripts/flow DESIGN_CONFIG=/design/flow/config.mk WORK_HOME=/design/flow/orfs finish
</file>
<file path="./config.mk">
export PLATFORM = sky130hd
export DESIGN_NAME = debouncer
export DESIGN_NICKNAME = debouncer
export VERILOG_FILES = /design/flow/design.v
export SDC_FILE = /design/flow/constraint.sdc
export NUM_CORES = 4
export LEC_CHECK = 1
export CORE_AREA = 10 10 104 104
export DIE_AREA = 0 0 114 114
</file>
<file path="./constraint.sdc">
current_design debouncer

set clk_period 1.7
set clk_io_pct 0.2

create_clock -name clk0 -period $clk_period [get_ports {clk}]

set non_clock_inputs [all_inputs -no_clocks]
set_input_delay [expr $clk_period * $clk_io_pct] -clock clk0 $non_clock_inputs
set_output_delay [expr $clk_period * $clk_io_pct] -clock clk0 [all_outputs]
</file>
<file path="./design.v">
`default_nettype none
module debouncer(clk, rst, bouncy, debounced);	
	parameter CYCLES      = 10;
	parameter RESET_VALUE = 1'b0;
	parameter COUNTER_WIDTH = 32;
	input wire clk, rst, bouncy;
	output reg debounced = RESET_VALUE;
	reg[COUNTER_WIDTH-1:0] counter = 0;
	reg [1:0] shift_in = {2{RESET_VALUE}};	
	always @(posedge clk) begin
		if(rst) begin
			shift_in[0] <= RESET_VALUE;
			shift_in[1] <= RESET_VALUE;
			debounced <= RESET_VALUE;
			counter <= 0;
		end
		else begin
			shift_in[0] <= bouncy;
			shift_in[1] <= shift_in[0];
			if(shift_in[0] ^ shift_in[1]) begin
				counter <= 0;
			end
			else if( counter < CYCLES) begin
				counter <= counter + 1;
			end
			else begin
				debounced <= shift_in[1];
				counter <= 0;
			end
		end
	end
endmodule
`default_nettype wire
</file>
==> impl_metrics.env <==
# physical design summary
export IMPL_diodes=0
export IMPL_aoi_share_pct=2.067
export IMPL_ys_sh_adder_pct=1.292
export IMPL_htreeDepth=2
export IMPL_path_cells="clkdlybuf4s50_1"
export IMPL_ctsResizeCount=0
export IMPL_min_path_type="flop to flop"
export IMPL_cp_required_ns=1.36
export IMPL_period_minus_slack_ns=1.411
export IMPL_die_height_um=114
export IMPL_cp_max_fo=3
export IMPL_dr_pass1_iters=2
export IMPL_power_frac_seq_pct=59.6
export IMPL_grt_max_degree=11
export IMPL_switching_share_pct=19.24
export IMPL_p_leak_nw=0.5329
export IMPL_grt_use_total_pct=1.845
export IMPL_yosysWarnings=1
export IMPL_critical_path_top_delay_family="buffers and inverters"
export IMPL_wl_per_cell_um=5.177
export IMPL_cts_made_buffers=5
export IMPL_num_rows=34
export IMPL_clk_latency_ns=0.27
export IMPL_cp_slowest_cell="clkdlybuf4s50_1"
export IMPL_outcome="finished clean"
export IMPL_yosysChipArea_um2=968.4
export IMPL_clockBufferDepth=2
export IMPL_synthMuxAreaShare_pct=0
export IMPL_cts_tree="done"
export IMPL_power_density_nw_per_um2=1113
export IMPL_critPathMaxStageDelay_ns=0.46
export IMPL_drc_errors=0
export IMPL_postCtsSetupRepairBufs=0
export IMPL_logic_family="simple AND/OR/NAND/NOR gates"
export IMPL_period_used_pct=82.98
export IMPL_warnings=25
export IMPL_crit_type="flop to primary output"
export IMPL_rsz0062_at_grt="no"
export IMPL_ys_types=20
export IMPL_syn_mean_instance_area_um2=15.13
export IMPL_ys_cells=64
export IMPL_viasPerCell=2.325
export IMPL_combPwrFrac_pct=1.8
export IMPL_area_growth_pct=36.56
export IMPL_internal_power_mw=1.189
export IMPL_seq_area_um2=700.7
export IMPL_grt_ovfl_total=0
export IMPL_first_iter_violations=35
export IMPL_ys_sh_simple_pct=20.80
export IMPL_grt_pass1_wl_mm=2.021
export IMPL_portBuffers=3
export IMPL_p_switching_mw=0.2832
export IMPL_vdd_drop_max_mv=0.3594
export IMPL_yosysSeqAreaShare_pct=72.35
export IMPL_hold_viol_final=0
export IMPL_antenna_found_initial=0
export IMPL_place_congestion=0.6875
export IMPL_cts_sinks=35
export IMPL_fillers=988
export IMPL_worstSetupStartpointType="flop"
export IMPL_crit_buf_inv=1
export IMPL_combGateArea_um2=365.4
export IMPL_ys_flops=35
export IMPL_clkTransAtPathRegs_ns=0.06
export IMPL_top_area_cell="dfxtp_1"
export IMPL_final_setup_viol_count=0
export IMPL_finalPower_mw=1.472
export IMPL_top_area_share_pct=72.35
export IMPL_totalWireLength_mm=1.082
export IMPL_chipArea_um2=13000
export IMPL_maxCapViolations=0
export IMPL_synth_area_um2=968.4
export IMPL_vias=486
export IMPL_drive_above_1_share_pct=16.83
export IMPL_clockRootBuffer="clkbuf_8"
export IMPL_final_setup_skew_ns=0.004055
export IMPL_p_clk_share_pct=38.6
export IMPL_crit_arrival_ns=1.07
export IMPL_ant_nets=0
export IMPL_die_w_um=114
export IMPL_end_kind="primary output"
export IMPL_ioPinCount=4
export IMPL_synthXorXnorAreaFrac_pct=2.713
export IMPL_synth_area_top_cells="dfxtp_1, nor4_2, nor4_4, nand4_2, and3_1"
export IMPL_synthCells=64
export IMPL_cts_hold_buf=0
export IMPL_fp_utilization_pct=11.16
export IMPL_core_region_area_um2=8678
export IMPL_tns_ns=0
export IMPL_grt_pass1_vias=494
export IMPL_slew_violations=0
export IMPL_max_freq_mhz=708.8
[Yosys cell counts, drive strengths merged]
cell	n
dfxtp	35
nor4	7
and3	3
nand4	2
nor2	2
nor4b	2
o211ai	2
xor2	2
and2b	1
conb	1
ha	1
inv	1
nand3	1
nand3b	1
nor2b	1
o21ai	1
xnor2	1
[path summary, 6_finish.rpt]
check / start / endpoint / slack, ns / cells after the start
worst max register to register: counter[11]$_SDFF_PP0_ / debounced$_SDFFE_PP0P_ / 0.44 / 4
worst max-delay path: debounced$_SDFFE_PP0P_ / debounced / 0.29 / 1
worst min-delay path: counter[0]$_SDFF_PP0_ / counter[0]$_SDFF_PP0_ / 0.46 / 1
worst min register to register: counter[0]$_SDFF_PP0_ / counter[0]$_SDFF_PP0_ / 0.46 / 1
[cells by family after synthesis]
kind of cell / count (synthesis)
compound gates: 3
xor+xnor: 3
fa+ha+maj: 1
buf+inv: 1
flops: 35
other cells: 1
simple gates: 20
[metal layers]
layer	GRT usage [%]	wire length (um)
met5	0	0
met4	0.6683	25
met3	0.9569	68
met2	2.733	446
met1	2.244	542
[sequential cells by signal (all words and copies together) (netlist names)]
name       flops
debounced      1
counter       32
shift_in       2
[layout make-up]
type / count / area share, %
Clock buffer: 6 / 6.244
Clock inverter: 1 / 0.3784
Sequential cell: 35 / 52.98
Timing Repair Buffer: 3 / 2.271
Tap cell: 108 / 10.22
Inverter: 1 / 0.2838
Multi-Input combinational cell: 55 / 27.63
[worst register-to-register path: cells and delay by family, from the launching register on]
kind | cells | cell delay, ns
flops | 1 | 0.32
simple gates | 4 | 0.88
[power by group through the flow]
stage,Sequential [mW],Clock [mW],Combinational [mW]
after CTS,0.879,0.584,0.0272
after global routing,0.882,0.627,0.0313
final,0.878,0.568,0.0265
[cell usage in the layout, fill, tap and decap left out]
cell type	instances
conb_1	28
clkdlybuf4s50_1	3
nor4b_1	1
dfxtp_1	35
nand3b_1	1
nor4_2	4
o21ai_1	1
nor4_1	1
xnor2_1	1
clkbuf_8	6
and2b_2	1
inv_1	1
nor2b_1	1
xor2_1	2
o211ai_1	2
nand4_2	2
nand3_1	1
ha_1	1
nor4b_2	1
clkinv_2	1
nor2_1	2
and3_1	3
nor4_4	2
[per-stage QoR]
| step | area, um^2 | hold slack (ns) | worst slack [ns] | cells | utilization, % |
|---|---|---|---|---|---|
| floorplan | 1070 | 0.4116 | 0.5563 | 91 | - |
| global placement | 1235 | 0.4602 | 0.2818 | 202 | 14.23 |
| detailed placement | 1235 | 0.4584 | 0.2364 | 202 | 14.23 |
| CTS | 1323 | 0.4674 | 0.2656 | 209 | 15.24 |
| global route | 1323 | 0.4950 | 0.2343 | 209 | 15.24 |
| finish | 1323 | 0.4604 | 0.2893 | 209 | 15.24 |
